`flow/design.v`:
```
module program_counter (
    input logic clk,
    input logic rst_n,
    input logic inc,  
    input logic ld,  
    input logic stll,  
    input logic [31:0]  rst_addr,
    input logic [31:0] ld_dat,  
    output logic [31:0] pc_out  
);
    logic [31:0] nxt_pc, pc_inc;
    logic mode;
    assign mode = 0;
    assign pc_inc = mode ? nxt_pc + 2 : nxt_pc + 4;
    always_ff @(posedge clk) begin  
        if (!rst_n) nxt_pc <= rst_addr;
        else if (stll) nxt_pc <= nxt_pc;
        else if (ld) nxt_pc <= ld_dat;
        else if (inc) nxt_pc <= pc_inc;
        else nxt_pc <= 0;
    end
    assign pc_out = nxt_pc;
endmodule;
typedef struct packed {
    logic [31:0] instr_addr;  
} f_d_WI  ;
typedef enum bit [4:0] {
    ARITHMETIC,
    MEMORY,
    BRANCH,
    JUMP
} OP_TYPES  ;
typedef enum bit [5:0] {
    ADD,
    SUB,
    XOR,
    OR,
    AND,
    SLL,
    SRL,
    SRA,
    SLT,
    SLTU,
    EQ,
    LUI,
    AUIPC,
    MUL,
    MULH,
    MULSU,
    MULU,
    DIV,
    DIVU,
    REM,
    REMU
} ARITHMETIC_TYPES  ;
typedef enum bit [5:0] {
    LB,
    LH,
    LW,
    LBU,
    LHU,
    SB,
    SH,
    SW
} MEMORY_TYPES  ;
typedef enum bit [5:0] {
    BEQ,
    BNE,
    BLT,
    BGE,
    BLTU,
    BGEU
} BRANCH_TYPES  ;
typedef enum bit [5:0] {
    JAL,
    JALR
} JUMP_TYPES  ;
typedef struct packed {
    logic [31:0] instr_dat;  
    logic [31:0] instr_addr;  
    logic [4:0] op_type;  
    logic [6:0] op_spec;  
    logic [4:0] rs1_ind;  
    logic [4:0] rs2_ind;  
    logic [4:0] rd_ind;  
    logic [31:0] rs1_dat;  
    logic [31:0] rs2_dat;  
    logic [31:0] imm_val;  
} d_e_WI  ;
typedef struct packed {
    logic [4:0] op_type;   
    logic [6:0] op_spec;  
    logic [4:0] rd_ind;  
    logic [31:0] reg_dat;  
    logic [31:0] jmp_addr;  
    logic jmp_tk;  
} e_w_WI  ;
typedef struct packed {
    logic [31:0] jmp_addr;  
    logic jmp_tk;  
} w_f_WI  ;
typedef struct packed {
    logic [4:0] rd_ind;   
    logic reg_tk;  
    logic mem_tk;  
    logic [31:0] reg_dat;  
    logic [31:0] mem_dat;  
    logic flush;
} w_d_WI  ;
typedef struct packed {
    logic [4:0] rd_ind;
    logic reg_tk;  
    logic mem_tk;  
    logic [31:0] reg_dat;  
    logic [31:0] mem_dat;  
    logic flush;
} w_e_WI  ;
module d_ff #(
    parameter logic rst_val = 0
) (
    input logic clk,
    input logic rst_n,
    input logic en,
    input logic flush,
    input logic din,
    output logic dout
);
    logic din_t, dout_t;
    assign din_t = (~flush & din);
    assign dout = (~flush & dout_t);
    always_ff @(posedge clk) begin
        if (~rst_n) begin
            dout_t <= rst_val;
        end else if (en) begin
            dout_t <= din_t;
        end
    end
endmodule;
module d_register #(  
    parameter integer _W = 32,
    parameter logic [_W - 1:0] rst_vect = '0
) (
    input logic clk,
    input logic rst_n,
    input logic en,
    input logic flush,
    input logic [_W - 1:0] din,
    output logic [_W - 1:0] dout
);
    logic [_W - 1:0] din_t, dout_t;
    assign din_t = flush ? '0 : din;
    assign dout = flush ? '0 : dout_t;
    always_ff @(posedge clk) begin
        if (~rst_n) begin
            dout_t <= rst_vect;
        end  else if (en) begin
            dout_t <= din_t;
        end
    end
endmodule;
module fetch (
    input logic clk,
    input logic rst_n,
    input logic [31:0] rst_addr,
    input logic [31:0] instr_dat_in,  
    input logic instr_dat_v,  
    output logic [31:0] instr_addr_out_m,  
    output f_d_WI f_out,
    output logic [31:0] instr_dat_out,
    input w_f_WI w_in,
    input logic stall_in_ft,  
    output logic stall_out_ft  
);
    f_d_WI f_t;
    logic [31:0] instr_addr;
    assign f_t.instr_addr = instr_addr;
    assign instr_addr_out_m = instr_addr;
    assign instr_dat_out = instr_dat_in;
    program_counter pc(
        .clk(clk),
        .rst_n(rst_n),
        .inc(~w_in.jmp_tk),
        .ld(w_in.jmp_tk),
        .stll(stall_in_ft),
        .ld_dat(w_in.jmp_addr),
        .rst_addr(0),
        .pc_out(instr_addr)
    );
    d_register #(
        ._W($bits(f_d_WI))
    ) f_out_s (
        .clk(clk),
        .rst_n(rst_n),
        .en(~stall_in_ft),
        .flush(w_in.jmp_tk),
        .din(f_t),
        .dout(f_out)
    );
    d_ff stall_out_ft_s(  
        .clk(clk),
        .rst_n(1'b1),
        .en(1'b1),
        .flush(1'b0),
        .din(w_in.jmp_tk | ~rst_n | ~instr_dat_v),
        .dout(stall_out_ft)
    );
endmodule;
```
`flow/run.sh`:
```
#!/bin/bash
# OpenROAD 26Q1-2900-gdf79404cd8, Yosys 0.63+post, stock flow scripts
make -C /OpenROAD-flow-scripts/flow DESIGN_CONFIG=/design/flow/config.mk WORK_HOME=/design/flow/orfs finish
```
`flow/config.mk`:
```
export PLATFORM = sky130hd
export DESIGN_NAME = fetch
export DESIGN_NICKNAME = fetch
export VERILOG_FILES = /design/flow/design.v
export SDC_FILE = /design/flow/constraint.sdc
export NUM_CORES = 4
export LEC_CHECK = 1
export CORE_UTILIZATION = 40
export SYNTH_HDL_FRONTEND = slang
```
`flow/constraint.sdc`:
```
current_design fetch

set clk_period 7.1
set clk_io_pct 0.2

create_clock -name clk0 -period $clk_period [get_ports {clk}]

set non_clock_inputs [all_inputs -no_clocks]
set_input_delay [expr $clk_period * $clk_io_pct] -clock clk0 $non_clock_inputs
set_output_delay [expr $clk_period * $clk_io_pct] -clock clk0 [all_outputs]
```
==> run_results.csv <==
group,metric,value,unit
critical_path,cp_cell_sequence,"buf_2, buf_4, nor2b_1, clkdlybuf4s50_1",
synthesis,ff_type,"dfxtp_1",
synthesis,yosys_warnings,0,
clock_network,ctsHoldBuffers,0,
critical_path,slowest_delay,0.55,ns
synthesis,avgSynthCellArea,7.83,um2
drt,wirelength,10.6,mm
clock_network,cts_tree,"yes",
clock_network,cts_setup_buffers,0,
critical_path,worstPathRequired,5.68,ns
final_timing,finalCritPeriodShare,57.8,%
synthesis,synthCells,473,
place,place_worst_setup_slack,2.97,ns
pwr,power.share.combinational,13.0,%
pwr,switchingPower,0.000216,W
critical_path,cp_slowest_cell,"buf_4",
pwr,p_leak,1.72,nW
floorplanning,dieArea,9640,um2
critical_path,cp-startpoint,"w_in[0]",
clock_network,clk_latency,0.34,ns
drt,wl_met2,4.64,mm
global_routing,grt_pass1_wl,16.9,mm
run_status,status,"finished, final reports clean",
clock_network,cts_resized,0,
cells_and_area,area_delta_synth_final,26.1,%
drt,dr.pass1.iters,25,
drt,vias,3594,
min_path,hp-start,"f_out_s.dout_t[24]$_SDFFE_PN0N_",
cells_and_area,drive_above_1_share,7.47,%
critical_path,critPathMaxFanout,71,
floorplanning,die_w,98.2,um
pwr,power_frac_clock,40.7,%
drt,drt-initial-drc-count,241,
final_timing,finalHoldViolations,0,
synthesis,async_reset_ff_share,0,%
cells_and_area,stdcell_count,630,
critical_path,endpoint_kind,"primary output",
drt,wl_met1,5.04,mm
final_timing,maxSlewHeadroom,45.7,%
drt,highest-signal-layer,"met4",
global_routing,track_usage,22.0,%
cells_and_area,lay_top_cells,"clkdlybuf4s50_1 (99), dfxtp_1 (65), a21oi_1 (46), nor2_1 (44), nor2b_1 (33)",
drt,antenna-diode-count,0,
place,port_buffers,101,
place,dp_cells,614,
final_timing,worst_pin_slew,0.815,ns
critical_path,rr_startpoint,"pc.pc_out[3]$_SDFFE_PN0N_",
synthesis,edf_count,0,
pwr,internal_power,0.000648,W
job,warnings,57,
floorplanning,row_count,34,
pwr,swShare,25.0,%
place,place_congestion,0.823,
clock_network,clk_path_buf_depth,2,
final_timing,rsz0062_at_grt,"false",
job,max_cap_viol_count,0,
floorplanning,floorplan.core_util,41.8,%
final_timing,worst_slack,3.00,ns
critical_path,path_class,"input pin to primary output",
pwr,seq_power_share,46.3,%
clock_network,cts-root-buf,"clkbuf_8",
global_routing,grt_pass1_vias,3223,
place,dp_hpwl,6.70,mm
synthesis,yosys_cells,473,
global_routing,grt_antenna_before_repair,0,
final_timing,layout_min_cycle_time,4.10,ns
final_timing,setup_viol,0,
final_timing,setup-tns-final,0,ns
drt,wl_met3,716,um
final_timing,fmax,244,MHz
synthesis,synth_flops,65,
min_path,hp-class,"flip-flop to flip-flop",
drt,routedWlPerCell,16.8,um
drt,postRouteAntennaNets,0,
final_timing,slew_viol_final,0,
cells_and_area,fillCellCount,852,
floorplanning,pin_count,198,
synthesis,syn-cell-area,3700,um2
synthesis,synth_seq_share,35.1,%
drt,drcViolationCount,0,
pwr,peakVddDrop,0.0949,mV
pwr,powerDensity,185,nW/um2
floorplanning,coreArea,8850,um2
final_timing,fin_worst_skew,0.00984,ns
critical_path,cp.arrival,2.68,ns
final_timing,holdWs,0.467,ns
global_routing,grt_max_degree,72,
clock_network,numCtsBuffers,9,
clock_network,cts.clk_slew.worst_paths,0.06,ns
cells_and_area,lay_top_count,"clkdlybuf4s50_1",
drt,via_per_inst,5.70,
critical_path,start_kind,"input pin",
synthesis,synth_cell_types,54,
global_routing,overflow,0,
clock_network,ctsHtreeMaxLevel,3,
floorplanning,die_h,98.2,um
clock_network,clock_sink_count,65,
synthesis,yosys.stat.chipArea,3700,um2
-- cells in the mapped netlist (3+ instances only) --
library cell	count	share of area, %
a211oi_1	4	0.81
a22o_1	3	0.71
or4_1	7	1.4
nor4_1	8	1.4
inv_1	4	0.41
nand4_1	8	1.4
nor2b_1	33	5.6
o31a_1	5	1.2
buf_2	6	0.81
o21ai_0	13	1.8
buf_6	3	0.91
nand2b_1	3	0.51
and3_1	29	4.9
and4_1	4	0.95
buf_1	3	0.30
o221a_2	4	1.2
nor3_1	8	1.1
nor2_1	44	4.5
a21oi_1	46	6.2
nand2_1	28	2.8
nand4_2	3	1.0
dfxtp_1	65	35
nand3_1	21	2.8
o22ai_1	4	0.68
o211ai_1	7	1.4
a31oi_1	5	0.84
buf_4	33	6.7
clkbuf_1	27	2.7
and2_1	4	0.68
o31ai_1	5	1.0
a22oi_1	5	1.0
-- worst paths after layout --
kind	end	slack, ns	depth (start not counted)
worst max-delay path	f_out[24]	3.00	4
worst min-delay path	f_out_s.dout_t[24]$_SDFFE_PN0N_	0.47	2
worst min register to register	f_out_s.dout_t[24]$_SDFFE_PN0N_	0.47	2
worst max register to register	pc.pc_out[30]$_SDFFE_PN0N_	4.86	5
-- logic make-up (layout without fill, tap and decap cells) --
kind of cell | count (synthesis) | count (layout) | synth area share [%]
buffers and inverters | 80 | 129 | 12.3
flip-flops | 65 | 65 | 35.1
multiplexers | 2 | 2 | 0.575
adder cells (fa/ha/maj) | 1 | 1 | 0.338
AND-OR/OR-AND | 119 | 119 | 21.4
AND/OR/NAND/NOR | 206 | 206 | 30.2
-- sequential cells by signal (all words and copies together), names as in the netlist --
signal / count
stall_out_ft_s.dout_t: 1
pc.pc_out: 32
f_out_s.dout_t: 32
-- power by group through the flow --
stage                 Combinational (W)  Sequential, W  Clock, W
after CTS                      0.000113       0.000400  0.000360
after global routing           0.000124       0.000403  0.000376
final                          0.000112       0.000400  0.000352
-- worst max-delay path, delay by kind of cell --
family / cells / cell delay, ns
and+or+nand+nor: 1 / 0.18
buffers and inverters: 3 / 1.06
-- area by class of cell --
cell class                 count  area [um2]  area share (%)
timing repair buffer         107        1050            22.4
sequential                    65        1300            27.9
inverter                       6        22.5           0.482
clock inverter                 5        78.8            1.69
clock buffer                  11         141            3.03
tap                          108         135            2.89
multi-input combinational    328        1940            41.6
-- through the flow --
step / util [%] / area [um2] / total power [W]
floorplan: - / 3700 / 0.000469
global placement: 50.3 / 4450 / 0.000519
detailed placement: 50.3 / 4450 / 0.000520
CTS: 52.8 / 4670 / 0.000873
global route: 52.8 / 4670 / 0.000902
finish: 52.8 / 4670 / 0.000864
-- metal layers --
metal / vias up / global-route usage, %
met1: 1658 / 35.4
met5: - / 0
met4: 0 / 4.71
met3: 24 / 3.49
met2: 141 / 32.0
li1: 1771 / -
Power and IR drop assume default switching activity.
