==> design.v <==
module mux #(  
    parameter _W = 32
) (
    input clk,
    input logic [_W - 1:0] a,
    input logic [_W - 1:0] b,
    input logic s,
    output logic [_W - 1:0] aer
);
    always_comb begin
        case(s)
            1'b0: aer = a;
            1'b1: aer = b;
            default: aer = 0;
        endcase
    end
endmodule;
module mux_gen #(  
    parameter _W = 32,
    parameter _N = $clog2(_W)
) (
    input logic clk,
    input logic [_W - 1:0] A[2**_N],
    input logic [_N - 1:0] s,
    output logic [_W - 1:0] aer
);
    always_comb begin
        aer = A[s];
    end
endmodule;
==> run.sh <==
#!/bin/bash
# OpenROAD 26Q1-2900-gdf79404cd8, Yosys 0.63+post, stock flow scripts
make -C /OpenROAD-flow-scripts/flow DESIGN_CONFIG=/design/flow/config.mk WORK_HOME=/design/flow/orfs finish
==> config.mk <==
export PLATFORM = sky130hd
export DESIGN_NAME = mux_gen
export DESIGN_NICKNAME = mux_gen
export VERILOG_FILES = /design/flow/design.v
export SDC_FILE = /design/flow/constraint.sdc
export NUM_CORES = 4
export LEC_CHECK = 1
export CORE_AREA = 10 10 409 409
export DIE_AREA = 0 0 419 419
export SYNTH_HDL_FRONTEND = slang
==> constraint.sdc <==
current_design mux_gen

set clk_period 9.8
set clk_io_pct 0.2

create_clock -name clk0 -period $clk_period

set non_clock_inputs [all_inputs -no_clocks]
set_input_delay [expr $clk_period * $clk_io_pct] -clock clk0 $non_clock_inputs
set_output_delay [expr $clk_period * $clk_io_pct] -clock clk0 [all_outputs]
==> impl_metrics.py <==
# Auto-generated metrics
metrics = {
    "placement": {
        "io_buffers": 1061,
        "detailed_place_hpwl_um": 112300,
        "placed_area_um2": 21790,
        "place_congestion": 0.9929,
    },
    "routing": {
        "wl_um": 124600,
        "vias_per_cell": 3.375,
        "drc": 0,
        "vias": 14280,
        "postRouteAntennaNets": 0,
        "drt_first_iter_violations": 1154,
        "wl_per_cell_um": 29.46,
        "firstDrtPassIters": 5,
    },
    "sta": {
        "max_clock_freq_ghz": 0.1324,
        "finalSetupViolations": 0,
        "hold_viol_final": 0,
        "relSlewSlack_pct": 35.85,
        "post-route-period-util_pct": 77.07,
        "rsz0062_at_grt": "false",
        "finalCriticalPeriod_ps": 7553,
        "maxSlewViolCount": 0,
        "fin_tns_setup_ps": 0,
        "worstMarginPinSlew_ps": 935.5,
    },
    "setup_path": {
        "end_kind": "output pin",
        "cp-start-kind": "input pin",
        "cp_max_fo": 35,
        "worstPathArrival_ps": 5590,
        "cp.required_ps": 7840,
        "criticalPathCategory": "input pin to output pin",
    },
    "logic_synthesis": {
        "syn_avg_cell_area_um2": 7.675,
        "yosys_warnings": 0,
        "ys_cells": 1158,
        "ys_seq_share_pct": 0,
        "syn_area_um2": 8887,
        "ys_area_um2": 8887,
        "synth_cells": 1158,
        "ys_types": 20,
    },
    "global_route": {
        "grt_max_degree": 94,
        "grt_pass1_vias": 14470,
        "antenna_found_initial": 94,
        "overflow": 0,
        "grt_use_total_pct": 13.43,
        "grt_pass1_wl_um": 153000,
    },
    "outcome": {
        "status": "finished, final reports clean",
    },
    "cells_and_area": {
        "layout.area.seq_um2": 0,
        "final_cell_area_um2": 21830,
        "n_clock_buffer": 0,
        "syn_to_final_growth_pct": 145.7,
        "final_core_util_pct": 13.78,
        "drive_gt1_share_pct": 2.664,
        "flop-count": 0,
    },
    "floorplanning": {
        "placementRows": 146,
        "fp.dieW_um": 419,
        "io_pins": 1062,
        "design.die.area_um2": 175600,
        "die_h_um": 419,
        "core_area_um2": 158400,
        "fp_util_pct": 5.611,
    },
    "power_and_ir_drop": {
        "ir_drop_v": 0.00001997,
        "pwr_density_cell_nw_per_um2": 45.41,
        "p_leak_nw": 8.431,
    },
    "min_path": {
        "hold_class": "input pin to output pin",
    },
    "clocking": {
        "post_cts_resized": 0,
        "ctsHoldBuffers": 0,
        "cts_setup_buffers": 0,
    },
    "job": {
        "maxCapViolations": 0,
        "warning_count": 33,
    },
}
==> area by class of cell <==
| class | instances | area (um^2) |
|---|---|---|
| diodes | 18 | 45.04 |
| fillers | 17970 | 136500 |
| multi-input cells | 1032 | 8167 |
| well taps | 2072 | 2592 |
| repair buffers | 1108 | 11030 |
==> per-stage QoR <==
step / std cells / power [mW] / setup slack (ps) / hold WS (ps)
after floorplan: 1158 / 0.3077 / 4825 / 4117
after global placement: 4212 / 1.004 / 2124 / 5054
after detailed placement: 4212 / 1.004 / 2142 / 5072
after CTS: 4212 / 1.009 / 2119 / 5072
after global routing: 4218 / 1.052 / 2112 / 5108
final: 4230 / 0.9914 / 2247 / 5077
==> kinds of logic after synthesis <==
family | synth area share (%)
buffers and inverters | 8.475
AND/OR/NAND/NOR | 11.78
AND-OR/OR-AND | 22.08
multiplexers | 57.67
==> synth_stat cells, types with 2 or more instances <==
cell type / count / area, um^2
clkbuf_4: 2 / 15.01
a22o_1: 64 / 560.5
a21oi_1: 96 / 480.5
nand3_1: 96 / 480.5
buf_6: 15 / 168.9
buf_1: 6 / 22.52
buf_4: 34 / 255.2
a22oi_1: 96 / 720.7
nor3_1: 32 / 160.2
mux2i_1: 512 / 5125
nand2b_1: 2 / 12.51
a31oi_1: 32 / 200.2
clkbuf_1: 43 / 161.4
nand2_1: 97 / 364.1
buf_2: 26 / 130.1
==> report_power, final <==
part / total, mW / switching (mW) / leakage [nW] / internal (mW)
clock: 0.000000156 / 0 / 0.000114 / 0.000000156
sequential: 0 / 0 / 0 / 0
combinational: 0.991 / 0.430 / 8.43 / 0.562
==> worst paths after layout <==
path,from,to,slack [ps],depth (start not counted)
setup / recovery,s[0],aer[10],2250,9
hold / removal,A[722],aer[18],5080,6
==> critical path: stages <==
cell             delay (ps)
clkdlybuf4s50_1         530
nor2_4                  730
buf_4                   520
a22o_1                  220
nor3_1                   50
buf_4                   170
a31oi_1                 450
nand3_1                 390
clkdlybuf4s50_1         530
==> per-layer routing <==
layer | wire length (um) | global-route usage [%] | up-vias
li1 | - | - | 6487
met1 | 49490 | 16.96 | 6651
met2 | 58930 | 22.13 | 907
met3 | 13820 | 5.236 | 172
met4 | 1972 | 1.720 | 60
met5 | 402 | 0 | -
==> placed cells by master (no fill, tap or decap), types with 2 or more instances in the layout <==
| master | count |
|---|---|
| a22oi_1 | 96 |
| a31oi_1 | 32 |
| buf_12 | 4 |
| buf_4 | 43 |
| mux2i_1 | 512 |
| nand3_1 | 96 |
| a22o_1 | 64 |
| nor3_1 | 31 |
| a21oi_1 | 96 |
| nand2_1 | 96 |
| nand2b_2 | 2 |
| clkdlybuf4s50_1 | 1060 |
| diode_2 | 18 |
Power and IR drop assume default switching activity.
