==> flow/design.v <==
module register_file (
    input logic clk,
    input logic rst_n,
    input logic read_en,
    input logic [4:0] read_addr [2],
    output logic [31:0] read_dat [2],
    input logic write_en,
    input logic [4:0] write_addr,
    input logic [31:0] write_dat
);
    logic [31:0] registers[32];
    assign registers[0] = '0;
    always @(posedge clk) begin
        if (~rst_n) begin
            for (int i = 1; i < 31; ++i) begin
                registers[i] <= 0;
            end
        end else if (write_en) begin
            if (write_addr !== 5'b0000) begin  
                registers[write_addr] <= write_dat;
            end
        end
    end
    always_comb begin
        if (rst_n | ~read_en) begin  
            read_dat[0] = 0;
            read_dat[1] = 0;
        end else begin
            for (int i = 0; i < 2; ++i) begin
                if (write_en && write_addr === read_addr[i]) begin  
                    read_dat[i] = write_dat;
                end else begin
                    read_dat[i] = registers[read_addr[i]];
                end
            end
        end
    end
endmodule;
==> flow/run.sh <==
#!/bin/bash
# OpenROAD 26Q1-2900-gdf79404cd8, Yosys 0.63+post, stock flow scripts
make -C /OpenROAD-flow-scripts/flow DESIGN_CONFIG=/design/flow/config.mk WORK_HOME=/design/flow/orfs finish
==> flow/config.mk <==
export PLATFORM = sky130hd
export DESIGN_NAME = register_file
export DESIGN_NICKNAME = register_file
export VERILOG_FILES = /design/flow/design.v
export SDC_FILE = /design/flow/constraint.sdc
export NUM_CORES = 4
export LEC_CHECK = 1
export CORE_UTILIZATION = 30
export SYNTH_HDL_FRONTEND = slang
==> flow/constraint.sdc <==
current_design register_file

set clk_period 7.9
set clk_io_pct 0.2

create_clock -name clk0 -period $clk_period [get_ports {clk}]

set non_clock_inputs [all_inputs -no_clocks]
set_input_delay [expr $clk_period * $clk_io_pct] -clock clk0 $non_clock_inputs
set_output_delay [expr $clk_period * $clk_io_pct] -clock clk0 [all_outputs]
==> results.sh <==
# implementation run metrics
export IMPL_n_fill_cell=17280
export IMPL_synthDistinctLibCells=66
export IMPL_ys_top_cells_by_area="dfxtp_1, mux4_2, nand2_1"
export IMPL_clock_latency_ns=0.72
export IMPL_synth_area_um2=53500
export IMPL_cts_buffers=110
export IMPL_relSlewSlack_pct=13.93
export IMPL_clkTransAtPathRegs_ns=0.06
export IMPL_postCtsSetupBuffers=0
export IMPL_ys_top_logic_family="multiplexers"
export IMPL_synth_async_reset_ratio_pct=0
export IMPL_die_area_um2=180000
export IMPL_numPlacedInstances=7808
export IMPL_grt_max_degree=96
export IMPL_regMostFlops="registers"
export IMPL_grt_pass1_wl_mm=311.7
export IMPL_globalplace_congestion=1.039
export IMPL_worst_r2r_endpoint="registers[946]$_SDFFE_PN0P_"
export IMPL_numPortBuffers=114
export IMPL_hold_viol=0
export IMPL_overflow=0
export IMPL_ys_sh_simple_pct=16.33
export IMPL_aoi_share_pct=18.45
export IMPL_crit_top_cell="clkdlybuf4s50_1"
export IMPL_crit_path_max_fanout=16
export IMPL_clk_path_buf_depth=3
export IMPL_viasPerCell=5.685
export IMPL_finalWorstSetupSlack_ns=0.4916
export IMPL_synth_cells=5788
export IMPL_min_period_ns=7.408
export IMPL_avgRoutedWirePerCell_um=26.92
export IMPL_flop_cell="dfxtp_1"
export IMPL_mux_area_share_pct=22.10
export IMPL_ant_nets=0
export IMPL_endpoint_kind="output pin"
export IMPL_cts_resized=0
export IMPL_ir_worst_vdd_mv=0.1547
export IMPL_synth_top_cell_by_area="dfxtp_1"
export IMPL_initCoreUtil_pct=30.28
export IMPL_synth_xor_area_share_pct=0.1637
export IMPL_drtPass1Iterations=5
export IMPL_syn_to_final_growth_pct=12.60
export IMPL_drt_initial_drc_count=4012
export IMPL_core_um2=176700
export IMPL_drive_above_1_share_pct=16.26
export IMPL_slowest_stage="o211ai_1"
export IMPL_tool_warnings=25
export IMPL_ys_warn_count=0
export IMPL_vias=45590
export IMPL_ys_cells=5788
export IMPL_instances_no_fill=8019
export IMPL_min_to="registers[376]$_SDFFE_PN0P_"
export IMPL_ys_area_um2=53500
export IMPL_leakage_nw=19.12
export IMPL_tightest_slew_ns=1.285
export IMPL_finalClockSkew_ns=0
export IMPL_row_count=154
export IMPL_start_kind="input port"
export IMPL_ys_flops=992
export IMPL_fa_ha_area_share_pct=0
export IMPL_grt_pass1_vias=44650
export IMPL_antenna_found_initial=18
export IMPL_max_freq_mhz=135.0
export IMPL_largest_reg_flops=992
export IMPL_yosysTopAreaCellShare_pct=35.92
export IMPL_cts_max_level=3
export IMPL_reg2reg_from="registers[946]$_SDFFE_PN0P_"
export IMPL_synth_edff_count=32
export IMPL_wirelength_mm=215.8
export IMPL_grt_setup_unrepaired="false"
export IMPL_reg_largest_list="registers (992)"
export IMPL_max_cap_violations=0
export IMPL_io_pins=115
export IMPL_worstPathCellList="clkdlybuf4s50_1 > xor2_1 > nor3_2 > and2_1 > nand3_1 > o211ai_1 > clkdlybuf4s50_1"
export IMPL_powerDensity_nw_per_um2=189.3
export IMPL_cts_root_buf="clkbuf_16"
export IMPL_postSynthSeqShare_pct=37.72
export IMPL_holdCritStartpoint="registers[376]$_SDFFE_PN0P_"
export IMPL_timing_hold_worst_path_depth=2
export IMPL_critPathKind="input port to output pin"
export IMPL_track_usage_pct=24.47
export IMPL_die_w_um=424.3
export IMPL_maxSlewViolCount=0
export IMPL_hold_class="flop to flop"
export IMPL_fin_crit_sh_pct=93.78
export IMPL_place_worst_setup_slack_ns=0.9535
export IMPL_cpPeakStageDelay_ns=1.25
export IMPL_synth_area_per_cell_um2=9.244
export IMPL_drc_errors=0
export IMPL_dp_hpwl_mm=128.2
export IMPL_setup_tns_final_ns=0
export IMPL_cts_tree="done"
export IMPL_required_ns=6.32
export IMPL_hold_buffers=0
export IMPL_chipHeight_um=424.3
export IMPL_setup_viol_count_final=0
export IMPL_r2r_cells=2
export IMPL_reg2reg_slack_ns=7.16
export IMPL_finalPower_mw=11.40
export IMPL_status="complete, no violations"
export IMPL_cp_arrival_ns=5.83
export IMPL_cts_sinks=992
[worst max path at each step]
stage / from / end / slack (ns) / depth (start not counted)
after CTS: write_addr[3] / read_dat[1] / 0.94 / 8
after global routing: write_addr[3] / read_dat[30] / 0.51 / 7
final: write_addr[3] / read_dat[30] / 0.49 / 7
[report_power, final]
group / total [mW] / switching (mW) / internal, mW / leakage [nW]
combinational: 1.06 / 0.705 / 0.358 / 9.26
clock: 5.25 / 2.20 / 3.05 / 1.83
sequential: 5.09 / 0.0254 / 5.07 / 8.03
total: 11.4 / 2.93 / 8.47 / 19.1
[cell usage in the layout, fill, tap and decap left out, types with 19 or more instances in the layout]
master	Yosys	layout
clkinv_2	0	20
a221o_1	47	47
o211ai_1	37	37
mux4_2	415	415
inv_1	28	28
nand2_2	0	27
o221ai_1	21	21
dfxtp_1	960	960
a211oi_1	21	21
a22o_1	22	22
clkbuf_16	0	114
a21boi_1	70	70
nor2_1	84	57
nand3_1	47	47
nand2_1	1999	1972
edfxtp_1	32	32
a22oi_1	54	54
buf_4	31	156
clkbuf_8	0	34
mux2_2	82	82
a21boi_0	890	890
mux4_1	22	22
nor2b_1	25	21
o22ai_1	19	19
clkdlybuf4s50_1	0	103
a21oi_1	72	72
mux2i_1	95	95
clkbuf_1	395	25
nor2_4	0	27
[per-layer routing]
metal	GRT usage, %	vias up	routed length [um]
met5	0.3704	-	281
met4	14.45	20	16320
met3	11.06	678	27460
met2	36.05	2611	94480
met1	29.68	22350	77300
li1	-	19930	-
[layout make-up]
class / instances / area, um2 / area share [%]
multi-input combinational: 4172 / 30840 / 51.20
antenna: 9 / 22.52 / 0.03738
tap: 2340 / 2928 / 4.860
inverter: 28 / 105.1 / 0.1745
clock inverter: 29 / 257.7 / 0.4278
clock buffer: 173 / 3415 / 5.668
sequential: 992 / 20180 / 33.50
timing repair buffer: 276 / 2494 / 4.139
[synthesized netlist by cell type (all sizes together), types with 22 or more instances]
cell type	n
inv	28
mux2i	95
a21oi	72
edfxtp	32
mux2	82
a221o	47
nor2	84
buf	198
dfxtp	960
clkbuf	397
nand2	1999
a22o	22
nand3	47
a21boi	960
mux4	438
nor2b	25
o211ai	37
a22oi	54
[worst max-delay path: cells and delay by family]
family	cells	cell delay, ns
buffers and inverters	2	1.59
AOI/OAI and AO/OA	1	1.25
xor gates and xnor gates	1	0.21
and+or+nand+nor	3	1.18
[kinds of logic (layout without fill, tap and decap cells)]
group           after synthesis  after routing
compound gates             1313           1313
xor+xnor                     10             10
buf+inv                     624            506
flops                       992            992
mux                         615            615
other cells                   0              9
simple gates               2234           2234
[through the flow]
step | utilization, % | area [um2] | hold WS (ns)
final | 34.10 | 60240 | 0.4635
after global routing | 34.09 | 60230 | 0.4857
after CTS | 34.08 | 60220 | 0.4641
after detailed placement | 32.00 | 56550 | 0.4560
after global placement | 32.00 | 56550 | 0.4473
after floorplan | - | 53500 | 0.4405
Power figures rest on the tool's default switching activity, not on a simulated workload.
